<file path="design.v">
module led (
    input sys_clk,           
    input sys_rst_n,         
    output reg [4:0] led,     
    output clk_blink
);
reg [23:0] counter;
reg counter_one;
always @(posedge sys_clk or negedge sys_rst_n) begin
    if (!sys_rst_n) begin 
        counter     <= 24'd0;
        counter_one <= 1'b0;
    end
    else if (counter < 24'd1349_9999)  begin      
        counter <= counter + 1'b1;
        counter_one <= counter_one ;
    end
    else begin 
        counter <= 24'd0;
        counter_one <= ~counter_one ;
    end
end
assign clk_blink = counter_one;
always @(posedge sys_clk or negedge sys_rst_n) begin
    if (!sys_rst_n)
        led <= 5'b11110;
    else if (counter == 24'd1349_9999)        
        led[4:0] <= {led[3:0],led[4]};
    else
        led <= led;
end
endmodule
</file>
<file path="run.sh">
#!/bin/bash
# OpenROAD 26Q1-2900-gdf79404cd8, Yosys 0.63+post, stock flow scripts
make -C /OpenROAD-flow-scripts/flow DESIGN_CONFIG=/design/flow/config.mk WORK_HOME=/design/flow/orfs finish
</file>
<file path="config.mk">
export PLATFORM = sky130hd
export DESIGN_NAME = led
export DESIGN_NICKNAME = led
export VERILOG_FILES = /design/flow/design.v
export SDC_FILE = /design/flow/constraint.sdc
export NUM_CORES = 4
export LEC_CHECK = 1
export CORE_AREA = 10 10 108 108
export DIE_AREA = 0 0 118 118
</file>
<file path="constraint.sdc">
current_design led

set clk_period 2.6
set clk_io_pct 0.2

create_clock -name clk0 -period $clk_period [get_ports {sys_clk}]

set non_clock_inputs [all_inputs -no_clocks]
set_input_delay [expr $clk_period * $clk_io_pct] -clock clk0 $non_clock_inputs
set_output_delay [expr $clk_period * $clk_io_pct] -clock clk0 [all_outputs]
</file>
==> notes.md <==
Clock tree
* 0 — total setup buffers inserted after CTS
* 0 — hold-fix buffer count after cts
* 30 — clock sink count
* 0.06 ns — clk slew on worst S/H paths
* 2 — worst-case clock buffer depth
* 2 — H-tree levels
* 0.28 ns — insertion delay at the late pin of the worst-skew pair
* clkbuf_8 — root buffer cell
* 5 — number of buffers inserted during clock tree synthesis
* yes — CTS tree
* 0 — quantity of gates resized following cts

Yosys
* 0.253 — simple-gate share of the synthesized area
* 0.00155 sq mm — area of the mapped netlist
* dfrtp_1, dfstp_2, xnor2_1 — main area contributors
* dfrtp_1, nor2_1, nand3_1 — synth cell count leaders
* dfrtp_1 — leading area contributor after synthesis
* 30 — register bit total from synthesis
* dfrtp_1 — top_reg_cell synth
* 0.0736 — xor+xnor area frac
* 0.00155 sq mm — synthesized chip area reported by yosys
* 37 — number of library cell types mapped by synthesis
* 0.0364 — mux contribution to synthesized area
* 0.101 — AND-OR/OR-AND Cells, Area Fraction
* 1.00 — share of flip-flops with an asynchronous set or reset
* dfrtp_1 — leading cell type by number of instances after synthesis
* 146 — post-synthesis cell count from yosys
* 1 — Yosys warning total
* 0.420 — proportion of netlist area held by the largest area contributor
* 0.00808 — adder-cell share of the synthesized area
* 10.6 sq um — average size of a mapped cell
* 0 — post-synth tally of flip-flops with integrated enable
* 0.488 — sequential fraction of the synthesis area
* simple AND/OR/NAND/NOR gates — Dominant comb cell
* 146 — Cells after Synth

GRT
* 0 — overflow left after global routing
* 31 — pin count of the biggest net entering global routing
* 0 — antenna violations before repair
* 4970 microns — first-pass GRT wire length
* 0.0417 — Overall Global Routing Usage
* 1,057 — vias in the first global route

Power
* 452 mW/mm^2 — PD cells
* 0.830 mW — Overall Power
* 0.153 mV — largest voltage drop on the vdd net
* 0.724 nW — cell leakage power

Critical path
* counter[0]$_DFF_PN0_ — launching instance or port of the critical path
* counter[18]$_DFF_PN0_ — Critical Path End
* 5 — Reg2Reg Depth
* counter[0]$_DFF_PN0_ — Critical R2R Launch
* counter[18]$_DFF_PN0_ — terminus of the critical flop-to-flop path
* 2.34 ns — arrival time reported for the critical path endpoint
* flop — endpoint class of the critical path
* 0.47 ns — register-to-register setup slack
* 9 — largest fanout on the critical path
* 2.81 ns — endpoint required time on the critical path
* flop to flop — start-to-end type of the worst setup path
* flop — Worst Setup Start Kind

Floorplanning
* 35 — standard-cell row count
* 0.0139 sq mm — chip area
* 118 microns — x dimension of the die
* 118 microns — Die Ht
* 8 — I/O Pins
* 0.00928 sq mm — area of the core
* 0.167 — share of the core filled by cells before placement

Timing
* 0.821 — Final period util
* 0 ns — total negative slack for setup checks
* no — unrepaired setup endpoints after global routing
* 0 — Final Setup Violations
* 0.466 ns — setup slack after layout
* 0.483 ns — pin slew with the least headroom to its limit
* 469 MHz — upper clock frequency limit
* 0 — number of hold-slack violations in the final timing report
* 0.675 — Rel. slew slack
* 0.00614 ns — Final Skew
* 2.13 ns — post-layout min period
* 0 — number of slew-limit violations in the final report
* 0.475 ns — worst hold slack

Finish
* 0.198 — core utilization of the finished layout
* 286 — non-filler instance count after layout
* 0.185 — fraction of final layout cells with drive strength greater than 1
* 0.00184 sq mm — final design area excluding fillers
* 18.8% — synthesis-to-layout area growth
* 756 sq um — Sequential Area
* 1,033 — filler cell count in the final layout
* 731 sq um — Comb area

Detailed routing
* 0 — DRC violations left
* 2920 microns — Final Routed Wirelength
* 67 — number of DRC markers in iteration 0
* 10.2 microns — wire length per cell after detailed routing
* 0 — antenna fix cells
* 3.90 — via-per-instance ratio
* 5 — iteration count of the initial detailed-routing pass
* 0 — DRT antenna net count
* 1,115 — overall via count from detail_route

Placement
* 0.767 — global placement routability congestion
* 278 — placed instance count
* 0.488 ns — pre-CTS worst setup slack
* 1990 microns — Detailed Place HPWL
* 7 — Buffers on Ports
* 0.00176 sq mm — dpl cell area

Job
* 25 — tool warnings
* 0 — number of maximum-capacitance violations

Outcome
* finished clean — status

Min path
* flop to flop — Hold WC Path Type

==> logic make-up (layout without fill, tap and decap cells) <==
family | after synthesis | count (layout)
buf+inv | 11 | 22
xor+xnor | 13 | 13
simple gates | 65 | 65
fa+ha+maj | 1 | 1
flops | 30 | 30
compound gates | 21 | 21
mux | 5 | 5
==> state kept, by name (all words and copies together) (netlist names) <==
name and flops:
counter_one 1, led 5, counter 24
==> layout make-up <==
cell class | instances | share of cell area
Sequential cell | 30 | 0.411
Clock inverter | 2 | 0.00545
Multi-Input combinational cell | 105 | 0.398
Inverter | 4 | 0.00817
Clock buffer | 6 | 0.0395
Timing Repair Buffer | 10 | 0.0504
Tap cell | 129 | 0.0878
==> where the power goes <==
part,internal (mW),total (mW),switching (mW),leakage (nW)
logic,0.00230,0.0110,0.00872,0.284
registers,0.467,0.467,0,0.395
clock network,0.185,0.352,0.167,0.0450
total,0.654,0.830,0.176,0.724
==> per-layer routing <==
layer	global-route usage	wire [microns]
met4	0.00773	57
met3	0.0165	170
met5	0	0
met1	0.0568	1370
met2	0.0615	1320
==> layout by cell type, fill, tap and decap left out, drive strengths merged <==
cell	n
or3	5
o31ai	6
clkdlybuf4s50	7
a21oi	9
nor3	3
nor2	15
and4	2
o21ai	3
inv	4
dfrtp	26
ha	1
mux2	5
nand3	10
buf	3
xnor2	7
and2	1
o41ai	1
nor4b	1
o21ba	1
nand2	7
or4	6
or4b	1
dfstp	4
xor2	6
a311o	1
clkinv	2
clkbuf	6
nand4	6
and3	3
nor4	5
==> worst max-delay path, cell delays in order, from the launching register on <==
cell     delay, ns
dfrtp_1       0.40
ha_1          0.28
nand4_4       0.16
or3_1         0.53
or4_4         0.55
a21oi_2       0.14
==> worst min path at each step <==
stage	endpoint	start	slack (ns)	cells after the start
6_report	counter_one$_DFFE_PN0P_	counter_one$_DFFE_PN0P_	0.47	1
4_1_cts	counter_one$_DFFE_PN0P_	counter_one$_DFFE_PN0P_	0.48	1
5_1_grt	counter_one$_DFFE_PN0P_	counter_one$_DFFE_PN0P_	0.50	1
Power and IR drop assume default switching activity.
