## flow/design.v

```verilog
module lcd(
	input clk,  
	input resetn,
	output lcd_resetn,
	output lcd_clk,
	output lcd_cs,
	output lcd_rs,
	output lcd_data
);
localparam MAX_CMDS = 69;
wire [8:0] init_cmd[MAX_CMDS:0];
assign init_cmd[ 0] = 9'h036;
assign init_cmd[ 1] = 9'h170;
assign init_cmd[ 2] = 9'h03A;
assign init_cmd[ 3] = 9'h105;
assign init_cmd[ 4] = 9'h0B2;
assign init_cmd[ 5] = 9'h10C;
assign init_cmd[ 6] = 9'h10C;
assign init_cmd[ 7] = 9'h100;
assign init_cmd[ 8] = 9'h133;
assign init_cmd[ 9] = 9'h133;
assign init_cmd[10] = 9'h0B7;
assign init_cmd[11] = 9'h135;
assign init_cmd[12] = 9'h0BB;
assign init_cmd[13] = 9'h119;
assign init_cmd[14] = 9'h0C0;
assign init_cmd[15] = 9'h12C;
assign init_cmd[16] = 9'h0C2;
assign init_cmd[17] = 9'h101;
assign init_cmd[18] = 9'h0C3;
assign init_cmd[19] = 9'h112;
assign init_cmd[20] = 9'h0C4;
assign init_cmd[21] = 9'h120;
assign init_cmd[22] = 9'h0C6;
assign init_cmd[23] = 9'h10F;
assign init_cmd[24] = 9'h0D0;
assign init_cmd[25] = 9'h1A4;
assign init_cmd[26] = 9'h1A1;
assign init_cmd[27] = 9'h0E0;
assign init_cmd[28] = 9'h1D0;
assign init_cmd[29] = 9'h104;
assign init_cmd[30] = 9'h10D;
assign init_cmd[31] = 9'h111;
assign init_cmd[32] = 9'h113;
assign init_cmd[33] = 9'h12B;
assign init_cmd[34] = 9'h13F;
assign init_cmd[35] = 9'h154;
assign init_cmd[36] = 9'h14C;
assign init_cmd[37] = 9'h118;
assign init_cmd[38] = 9'h10D;
assign init_cmd[39] = 9'h10B;
assign init_cmd[40] = 9'h11F;
assign init_cmd[41] = 9'h123;
assign init_cmd[42] = 9'h0E1;
assign init_cmd[43] = 9'h1D0;
assign init_cmd[44] = 9'h104;
assign init_cmd[45] = 9'h10C;
assign init_cmd[46] = 9'h111;
assign init_cmd[47] = 9'h113;
assign init_cmd[48] = 9'h12C;
assign init_cmd[49] = 9'h13F;
assign init_cmd[50] = 9'h144;
assign init_cmd[51] = 9'h151;
assign init_cmd[52] = 9'h12F;
assign init_cmd[53] = 9'h11F;
assign init_cmd[54] = 9'h11F;
assign init_cmd[55] = 9'h120;
assign init_cmd[56] = 9'h123;
assign init_cmd[57] = 9'h021;
assign init_cmd[58] = 9'h029;
assign init_cmd[59] = 9'h02A;  
assign init_cmd[60] = 9'h100;
assign init_cmd[61] = 9'h128;
assign init_cmd[62] = 9'h100;
assign init_cmd[63] = 9'h137;
assign init_cmd[64] = 9'h02B;  
assign init_cmd[65] = 9'h100;
assign init_cmd[66] = 9'h135;
assign init_cmd[67] = 9'h100;
assign init_cmd[68] = 9'h144;
assign init_cmd[69] = 9'h02C;  
localparam INIT_RESET   = 4'b0000;  
localparam INIT_PREPARE = 4'b0001;  
localparam INIT_WAKEUP  = 4'b0010;  
localparam INIT_SNOOZE  = 4'b0011;  
localparam INIT_WORKING = 4'b0100;  
localparam INIT_DONE    = 4'b0101;  
localparam INIT_10MS      = 4'b0111;
localparam INIT_NEXT_WORD = 4'b1001;
localparam INIT_PIXEL     = 4'b1011;
localparam CNT_10MS  = 32'd270000;
localparam CNT_100MS = 32'd2700000;
localparam CNT_120MS = 32'd3240000;
localparam CNT_200MS = 32'd5400000;
reg [ 3:0] init_state;
reg [ 6:0] cmd_index;
reg [31:0] clk_cnt;
reg [ 4:0] bit_loop;
reg [15:0] pixel_cnt;
reg [7:0] word_column;
reg [7:0] word_row;
reg lcd_cs_r;
reg lcd_rs_r;
reg lcd_reset_r;
reg [7:0] spi_data;
assign lcd_resetn = lcd_reset_r;
assign lcd_clk    = ~clk;
assign lcd_cs     = lcd_cs_r;
assign lcd_rs     = lcd_rs_r;
assign lcd_data   = spi_data[7];  
wire [15:0] symbol_A [15:0];
wire [15:0] symbol_B [15:0];
wire [15:0] symbol_C [15:0];
wire [15:0] symbol_D [15:0];
wire [15:0] symbol_E [15:0];
wire [15:0] symbol_F [15:0];
wire [15:0] symbol_G [15:0];
wire [15:0] symbol_H [15:0];
wire [15:0] symbol_I [15:0];
wire [15:0] symbol_J [15:0];
wire [15:0] symbol_K [15:0];
wire [15:0] symbol_L [15:0];
wire [15:0] symbol_M [15:0];
wire [15:0] symbol_N [15:0];
wire [15:0] symbol_O [15:0];
wire [15:0] symbol_P [15:0];
wire [15:0] symbol_Q [15:0];
wire [15:0] symbol_R [15:0];
wire [15:0] symbol_S [15:0];
wire [15:0] symbol_T [15:0];
wire [15:0] symbol_U [15:0];
wire [15:0] symbol_V [15:0];
wire [15:0] symbol_W [15:0];
wire [15:0] symbol_X [15:0];
wire [15:0] symbol_Y [15:0];
wire [15:0] symbol_Z [15:0];
wire [15:0] number_0 [15:0];
wire [15:0] number_1 [15:0];
wire [15:0] number_2 [15:0];
wire [15:0] number_3 [15:0];
wire [15:0] number_4 [15:0];
wire [15:0] number_5 [15:0];
wire [15:0] number_6 [15:0];
wire [15:0] number_7 [15:0];
wire [15:0] number_8 [15:0];
wire [15:0] number_9 [15:0];
wire [15:0] _space = 16'h0000;
assign symbol_A[0]  = 16'h0000;
assign symbol_A[1]  = 16'h0600;
assign symbol_A[2]  = 16'h0e00;
assign symbol_A[3]  = 16'h0f00;
assign symbol_A[4]  = 16'h1f00;
assign symbol_A[5]  = 16'h1b00;
assign symbol_A[6]  = 16'h1380;
assign symbol_A[7]  = 16'h3f80;
assign symbol_A[8]  = 16'h31c0;
assign symbol_A[9]  = 16'h61c0;
assign symbol_A[10] = 16'h60e0;
assign symbol_A[11] = 16'hf1f0;
assign symbol_A[12] = 16'h0000;
assign symbol_A[13] = 16'h0000;
assign symbol_A[14] = 16'h0000;
assign symbol_A[15] = 16'h0000;
assign symbol_B[0]  = 16'h0000;
assign symbol_B[1]  = 16'hff80;
assign symbol_B[2]  = 16'h73c0;
assign symbol_B[3]  = 16'h71c0;
assign symbol_B[4]  = 16'h71c0;
assign symbol_B[5]  = 16'h7380;
assign symbol_B[6]  = 16'h7f80;
assign symbol_B[7]  = 16'h73c0;
assign symbol_B[8]  = 16'h71c0;
assign symbol_B[9]  = 16'h71c0;
assign symbol_B[10] = 16'h73c0;
assign symbol_B[11] = 16'hff80;
assign symbol_B[12] = 16'h0000;
assign symbol_B[13] = 16'h0000;
assign symbol_B[14] = 16'h0000;
assign symbol_B[15] = 16'h0000;
assign symbol_C[0]  = 16'h0000;
assign symbol_C[1]  = 16'h3fC0;
assign symbol_C[2]  = 16'h79C0;
assign symbol_C[3]  = 16'h70C0;
assign symbol_C[4]  = 16'hE040;
assign symbol_C[5]  = 16'hE000;
assign symbol_C[6]  = 16'hE000;
assign symbol_C[7]  = 16'hE000;
assign symbol_C[8]  = 16'hE000;
assign symbol_C[9]  = 16'h7060;
assign symbol_C[10] = 16'h79C0;
assign symbol_C[11] = 16'h3F80;
assign symbol_C[12] = 16'h0000;
assign symbol_C[13] = 16'h0000;
assign symbol_C[14] = 16'h0000;
assign symbol_C[15] = 16'h0000;
assign symbol_D[0]  = 16'h0000;
assign symbol_D[1]  = 16'hFF80;
assign symbol_D[2]  = 16'h73C0;
assign symbol_D[3]  = 16'h70E0;
assign symbol_D[4]  = 16'h70E0;
assign symbol_D[5]  = 16'h7060;
assign symbol_D[6]  = 16'h7060;
assign symbol_D[7]  = 16'h7060;
assign symbol_D[8]  = 16'h70E0;
assign symbol_D[9]  = 16'h70E0;
assign symbol_D[10] = 16'h73c0;
assign symbol_D[11] = 16'hff80;
assign symbol_D[12] = 16'h0000;
assign symbol_D[13] = 16'h0000;
assign symbol_D[14] = 16'h0000;
assign symbol_D[15] = 16'h0000;
assign symbol_E[0]  = 16'h0000;
assign symbol_E[1]  = 16'hff80;
assign symbol_E[2]  = 16'h7180;
assign symbol_E[3]  = 16'h7080;
assign symbol_E[4]  = 16'h7300;
assign symbol_E[5]  = 16'h7F00;
assign symbol_E[6]  = 16'h7300;
assign symbol_E[7]  = 16'h7100;
assign symbol_E[8]  = 16'h7000;
assign symbol_E[9]  = 16'h70C0;
assign symbol_E[10] = 16'h71C0;
assign symbol_E[11] = 16'hff80;
assign symbol_E[12] = 16'h0000;
assign symbol_E[13] = 16'h0000;
assign symbol_E[14] = 16'h0000;
assign symbol_E[15] = 16'h0000;
wire [15:0] pixel_a   = (symbol_A[pixel_cnt/16][15-(pixel_cnt%16)]) ? 16'h07e0:16'h0000;
wire [15:0] pixel_b   = (symbol_B[pixel_cnt/16][15-(pixel_cnt%16)]) ? 16'h07e0:16'h0000;
wire [15:0] pixel_c   = (symbol_C[pixel_cnt/16][15-(pixel_cnt%16)]) ? 16'h07e0:16'h0000;
wire [15:0] pixel_d   = (symbol_D[pixel_cnt/16][15-(pixel_cnt%16)]) ? 16'h07e0:16'h0000;
wire [15:0] pixel_e   = (symbol_E[pixel_cnt/16][15-(pixel_cnt%16)]) ? 16'h07e0:16'h0000;
reg [7:0] cmd_cnt;
reg [2:0] char_cnt;
always@(posedge clk or negedge resetn) begin 
	if (~resetn) begin
		clk_cnt <= 0;
		cmd_index <= 0;
		init_state <= INIT_RESET;
		lcd_cs_r <= 1;
		lcd_rs_r <= 1;
		lcd_reset_r <= 0;
		spi_data <= 8'hFF;
		bit_loop <= 0;
		pixel_cnt <= 0;
        cmd_cnt <= 0;
        word_column <= 0;
        char_cnt <= 0;
 	end else begin
		case (init_state)
			INIT_RESET : begin
				if (clk_cnt == CNT_100MS) begin
					clk_cnt <= 0;
					init_state <= INIT_PREPARE;
					lcd_reset_r <= 1;
				end else begin
					clk_cnt <= clk_cnt + 1;
				end
			end
			INIT_PREPARE : begin
				if (clk_cnt == CNT_200MS) begin
					clk_cnt <= 0;
					init_state <= INIT_WAKEUP;
				end else begin
					clk_cnt <= clk_cnt + 1;
				end
			end
			INIT_WAKEUP : begin
				if (bit_loop == 0) begin
					lcd_cs_r <= 0;
					lcd_rs_r <= 0;
					spi_data <= 8'h11;  
					bit_loop <= bit_loop + 1;
				end else if (bit_loop == 8) begin
					lcd_cs_r <= 1;
					lcd_rs_r <= 1;
					bit_loop <= 0;
					init_state <= INIT_SNOOZE;
				end else begin
					spi_data <= { spi_data[6:0], 1'b1 };
					bit_loop <= bit_loop + 1;
				end
			end
			INIT_SNOOZE : begin
				if (clk_cnt == CNT_120MS) begin
					clk_cnt <= 0;
					init_state <= INIT_WORKING;
				end else begin
					clk_cnt <= clk_cnt + 1;
				end
			end
			INIT_WORKING : begin
				if (cmd_index == MAX_CMDS + 1) begin
					init_state <= INIT_DONE;
				end else begin
					if (bit_loop == 0) begin
						lcd_cs_r <= 0;
						lcd_rs_r <= init_cmd[cmd_index][8];
						spi_data <= init_cmd[cmd_index][7:0];
						bit_loop <= bit_loop + 1;
					end else if (bit_loop == 8) begin
						lcd_cs_r <= 1;
						lcd_rs_r <= 1;
						bit_loop <= 0;
						cmd_index <= cmd_index + 1;  
					end else begin
						spi_data <= { spi_data[6:0], 1'b1 };
						bit_loop <= bit_loop + 1;
					end
				end
			end
			INIT_DONE : begin
				if (pixel_cnt == 256) begin
					init_state <= INIT_10MS;  
                    pixel_cnt  <= 0;
                    clk_cnt    <= 0;
                    word_column<= 1;
                    char_cnt   <= 1;
				end else begin
					if (bit_loop == 0) begin
						lcd_cs_r <= 0;
						lcd_rs_r <= 1;
						spi_data <= pixel_a[15:8];
						bit_loop <= bit_loop + 1;
					end else if (bit_loop == 8) begin
						spi_data <= pixel_a[7:0];
						bit_loop <= bit_loop + 1;
					end else if (bit_loop == 16) begin
						lcd_cs_r <= 1;
						lcd_rs_r <= 1;
						bit_loop <= 0;
						pixel_cnt <= pixel_cnt + 1;  
					end 
                    else begin
						spi_data <= { spi_data[6:0], 1'b1 };
						bit_loop <= bit_loop + 1;
					end
				end
			end
            INIT_10MS : begin 
                if (clk_cnt == CNT_10MS) begin
					clk_cnt <= 0;
                    cmd_cnt <= 0;
					init_state <= INIT_NEXT_WORD;
				end else begin
					clk_cnt <= clk_cnt + 1;
				end
            end
           INIT_NEXT_WORD : begin 
                if (cmd_cnt ==  11) begin
					init_state <= INIT_PIXEL;
				end else begin
					if (bit_loop == 0) begin
                        lcd_cs_r <= 0;
                        case (cmd_cnt)
                            0:begin 
                                lcd_rs_r <= 0;
                                spi_data <= 8'h2a;
                            end
                            1:begin 
                                lcd_rs_r <= 1;
                                spi_data <= 8'h00;
                            end
                            2:begin 
                                lcd_rs_r <= 1;
                                spi_data <= (8'h28+word_column*16);
                            end
                            3:begin 
                                lcd_rs_r <= 1;
                                spi_data <= 8'h00;
                            end                 
                            4:begin 
                                lcd_rs_r <= 1;
                                spi_data <= (8'h37+word_column*16);
                            end
                            5:begin 
                                lcd_rs_r <= 0;
                                spi_data <= 8'h2b;
                            end
                            6:begin 
                                lcd_rs_r <= 1;
                                spi_data <= 8'h00;
                            end
                            7:begin 
                                lcd_rs_r <= 1;
                                spi_data <= 8'h35;
                            end
                            8:begin 
                                lcd_rs_r <= 1;
                                spi_data <= 8'h00;
                            end
                            9:begin 
                                lcd_rs_r <= 1;
                                spi_data <= 8'h44;
                            end
                            10:begin 
                                lcd_rs_r <= 0;
                                spi_data <= 8'h2c;
                            end
                            default:begin 
                                ;
                            end
                        endcase
						bit_loop <= bit_loop + 1;
					end else if (bit_loop == 8) begin
						lcd_cs_r <= 1;
						lcd_rs_r <= 1;
						bit_loop <= 0;
						cmd_cnt <= cmd_cnt + 1;  
					end else begin
						spi_data <= { spi_data[6:0], 1'b1 };
						bit_loop <= bit_loop + 1;
					end
				end                
           end
           INIT_PIXEL : begin
                if (pixel_cnt == 256) begin
                    if(word_column < 15) begin
                        char_cnt   <= char_cnt +1;
                        init_state <= INIT_10MS;
                        pixel_cnt  <= 0;
                        clk_cnt    <= 0;
                        word_column<= word_column+1;
                    end
                    else begin 
                            ;
                    end
				end else begin
					if (bit_loop == 0) begin
						lcd_cs_r <= 0;
						lcd_rs_r <= 1;
                        case (word_column)
                            1:spi_data <= pixel_b[15:8];
                            2:spi_data <= pixel_c[15:8];
                            3:spi_data <= pixel_d[15:8];
                            4:spi_data <= pixel_e[15:8];
                            default: spi_data <= 16'h0000;
                        endcase
						bit_loop <= bit_loop + 1;
					end else if (bit_loop == 8) begin
                         case (word_column)
                            1:spi_data <= pixel_b[7:0];
                            2:spi_data <= pixel_c[7:0];
                            3:spi_data <= pixel_d[7:0];
                            4:spi_data <= pixel_e[7:0];
                            default: spi_data <= 16'h0000;
                        endcase
						bit_loop <= bit_loop + 1;
					end else if (bit_loop == 16) begin
						lcd_cs_r <= 1;
						lcd_rs_r <= 1;
						bit_loop <= 0;
						pixel_cnt <= pixel_cnt + 1;  
					end 
                    else begin
						spi_data <= { spi_data[6:0], 1'b1 };
						bit_loop <= bit_loop + 1;
					end
				end
           end
		endcase
	end
end
endmodule
```

## flow/run.sh

```bash
#!/bin/bash
# OpenROAD 26Q1-2900-gdf79404cd8, Yosys 0.63+post, stock flow scripts
make -C /OpenROAD-flow-scripts/flow DESIGN_CONFIG=/design/flow/config.mk WORK_HOME=/design/flow/orfs finish
```

## flow/config.mk

```make
export PLATFORM = sky130hd
export DESIGN_NAME = lcd
export DESIGN_NICKNAME = lcd
export VERILOG_FILES = /design/flow/design.v
export SDC_FILE = /design/flow/constraint.sdc
export NUM_CORES = 4
export LEC_CHECK = 1
export CORE_UTILIZATION = 30
```

## flow/constraint.sdc

```tcl
current_design lcd

set clk_period 7.1
set clk_io_pct 0.2

create_clock -name clk0 -period $clk_period [get_ports {clk}]

set non_clock_inputs [all_inputs -no_clocks]
set_input_delay [expr $clk_period * $clk_io_pct] -clock clk0 $non_clock_inputs
set_output_delay [expr $clk_period * $clk_io_pct] -clock clk0 [all_outputs]
```

==> flow_summary.json <==
{
  "p_leak_nw": 3.28,
  "h-tree-depth": 3,
  "clockBufferDepth": 2,
  "rsz0062_at_grt": "false",
  "critPathRequiredTime_ps": 5680,
  "cts-root-buf": "clkbuf_16",
  "wl_per_cell_um": 16.8,
  "ys_sh_adder_pct": 3.32,
  "layout-drive-gt1-share_pct": 6.45,
  "grt_first_pass_wirelength_mm": 37.5,
  "track_usage_pct": 17.3,
  "yosys_area_um2": 7920,
  "clock_skew_ps": 8.88,
  "common_cells": "110 x nand2_1, 97 x o21ai_0, 93 x nor2_1, 85 x dfrtp_1",
  "viasPerCell": 5.83,
  "top_cell": "nand2_1",
  "clk_pin_slew_ps": 70,
  "dpl.hpwl_mm": 15.4,
  "synth-seq-area-share_pct": 30.5,
  "relSlewSlack_pct": 35.0,
  "avgSynthCellArea_um2": 7.65,
  "grt.overflow.total": 0,
  "yosysTopAreaCell": "dfrtp_1",
  "critPathMaxFanout": 11,
  "synth-simple-area-share_pct": 29.1,
  "nFillCells": 2711,
  "die_y_um": 164,
  "postCtsResizedCells": 0,
  "worst_slew_pin_slew_ps": 962,
  "synthAoiAreaFrac_pct": 26.3,
  "vias": 7732,
  "drtPass1Iterations": 5,
  "dp_slack_ps": 1670,
  "edf_count": 0,
  "cts_tree": "built",
  "antenna_found_initial": 0,
  "worstSetupStartpointType": "clock port",
  "numSynthFlops": 96,
  "postPlaceCellArea_um2": 8180,
  "ys_async_sr_fraction_pct": 100,
  "syn-instance-count": 1034,
  "ys.flop_type": "dfrtp_1",
  "r2r_setup_slack_ps": 3560,
  "synth_warnings": 1,
  "finalInstanceArea_um2": 8520,
  "grt_max_degree": 58,
  "logic_family": "simple AND/OR/NAND/NOR gates",
  "topCellsByArea": "dfrtp_1 27%, o21ai_0 6.1%, nand2_1 5.2%",
  "mux_share_pct": 1.19,
  "timing.final.ws_setup_ps": 1280,
  "cts_made_buffers": 9,
  "hp-class": "register to register",
  "hold_viol": 0,
  "fp_util_pct": 30.5,
  "grt_pass1_vias": 7007,
  "synthToLayoutAreaGrowth_pct": 7.67,
  "num_io_pins": 7,
  "end_kind": "output pin",
  "portBuffers": 6,
  "ir_drop_uv": 122,
  "clock_latency_ps": 360,
  "setup-violations-final": 0,
  "dr.first_iter.drc_count": 942,
  "antenna_cells": 0,
  "synth_area_um2": 7920,
  "xor_share_pct": 4.20,
  "top_area_share_pct": 26.9,
  "warnings": 41,
  "critPathArrivalTime_ps": 4400,
  "place.gp.congestion": 0.984,
  "setup_tns_ps": 0,
  "drc": 0,
  "die-area_um2": 27000,
  "post_cts_buffers": 0,
  "power.density_nw_per_um2": 134,
  "die_w_um": 164,
  "ys_cells": 1034,
  "ys_types": 81,
  "slew_viol_final": 0,
  "critPathKind": "clock port to output pin",
  "ctsHoldBuffers": 0,
  "core_um2": 26000,
  "status": "finished, final reports clean",
  "fp-row-count": 59,
  "ant_nets": 0,
  "max_cap_viol_count": 0,
  "finalWirelength_mm": 22.3
}
flip-flops by register name, summed over array words and instances, names as in the netlist:
register	count
clk_cnt	32
pixel_cnt	16
init_state	9
cmd_cnt	8
spi_data	8
word_column	8
cmd_index	7
bit_loop	5
lcd_cs_r	1
lcd_reset_r	1
lcd_rs_r	1
cell families after synthesis:
| family | Yosys count |
|---|---|
| and+or+nand+nor | 447 |
| AOI/OAI and AO/OA | 315 |
| buffers and inverters | 108 |
| DFF | 96 |
| xor gates and xnor gates | 38 |
| adders and majority gates | 21 |
| muxes | 9 |
path summary, 6_finish.rpt:
kind / start / endpoint / cells after the start
max in group asynchronous: resetn / init_state[1]$_DFF_PN0_ / 2
min: cmd_index[6]$_DFFE_PN0P_ / cmd_index[6]$_DFFE_PN0P_ / 1
max: clk / lcd_clk / 4
min in group asynchronous: resetn / clk_cnt[11]$_DFFE_PN0P_ / 1
min reg2reg: cmd_index[6]$_DFFE_PN0P_ / cmd_index[6]$_DFFE_PN0P_ / 1
max reg2reg: pixel_cnt[0]$_DFFE_PN0P_ / clk_cnt[28]$_DFFE_PN0P_ / 8
placed cells by master (no fill, tap or decap), types with 6 or more instances in the layout:
| master | synthesis | final |
|---|---|---|
| nand2_1 | 110 | 110 |
| o21ai_0 | 97 | 97 |
| buf_4 | 1 | 12 |
| nor2b_1 | 29 | 29 |
| nor4_1 | 12 | 12 |
| and3_1 | 10 | 10 |
| a21o_1 | 8 | 8 |
| dfstp_2 | 11 | 11 |
| a2111oi_0 | 6 | 6 |
| mux2i_1 | 6 | 6 |
| a31oi_1 | 17 | 17 |
| clkbuf_16 | 0 | 9 |
| nand3b_1 | 9 | 9 |
| nand3_1 | 36 | 36 |
| o31ai_1 | 14 | 14 |
| nor2_1 | 93 | 93 |
| or3_1 | 14 | 14 |
| a21oi_1 | 54 | 54 |
| or2_2 | 8 | 8 |
| o32ai_1 | 7 | 7 |
| xor2_1 | 17 | 17 |
| a211oi_1 | 13 | 13 |
| o22ai_1 | 11 | 11 |
| o41ai_1 | 8 | 8 |
| inv_1 | 32 | 32 |
| nand2b_1 | 27 | 27 |
| nor3_1 | 38 | 38 |
| nor4b_1 | 6 | 6 |
| xnor2_1 | 21 | 21 |
| nand4_1 | 19 | 19 |
| nor3b_1 | 7 | 6 |
| dfrtp_1 | 85 | 85 |
| o211ai_1 | 7 | 7 |
| ha_1 | 21 | 21 |
power breakdown:
group / internal, W / leakage (nW) / switching [W]
Clock: 0.000355 / 0.179 / 0.000228
Sequential: 0.000547 / 1.30 / 0
Combinational: 0.000000702 / 1.80 / 0.0000108
through the flow:
step           hold slack [ps]  std cells  total power (W)  util (%)
2_1_floorplan              413       1034         0.000558         -
3_3_place_gp               458       1311         0.000581      31.5
3_5_place_dp               462       1311         0.000581      31.5
4_1_cts                    475       1327          0.00116      32.8
5_1_grt                    503       1327          0.00118      32.8
6_report                   471       1327          0.00114      32.8
per-layer routing:
layer / vias up / track usage, % / wire, um
li1: 3719 / - / -
met1: 3681 / 27.0 / 10500
met2: 287 / 26.3 / 9980
met3: 45 / 2.10 / 1340
met4: 0 / 3.00 / 467
met5: - / 0 / 0
critical path: stages:
cell	delay, ps
clkbuf_16	170
clkbuf_16	180
inv_1	50
clkdlybuf4s50_1	440
final cells by class:
class                      instances  area [um^2]  share of cell area (%)
timing repair buffer              16          130                    1.53
clock buffer                      10          235                    2.76
multi-input combinational        830         5080                    59.6
tap                              335          419                    4.92
clock inverter                     8          121                    1.42
inverter                          32          120                    1.41
sequential                        96         2420                    28.4
Power figures rest on the tool's default switching activity, not on a simulated workload.
